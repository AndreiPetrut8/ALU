[./constraint.sdc]
current_design CarrySkipSubtractor8bit

set clk_period 6.7
set clk_io_pct 0.2

create_clock -name clk0 -period $clk_period

set non_clock_inputs [all_inputs -no_clocks]
set_input_delay [expr $clk_period * $clk_io_pct] -clock clk0 $non_clock_inputs
set_output_delay [expr $clk_period * $clk_io_pct] -clock clk0 [all_outputs]
[./run.sh]
#!/bin/bash
# OpenROAD 26Q1-2900-gdf79404cd8, Yosys 0.63+post, stock flow scripts
make -C /OpenROAD-flow-scripts/flow DESIGN_CONFIG=/design/flow/config.mk WORK_HOME=/design/flow/orfs finish
[./design.v]
module FullSubtractor(
    input A,
    input B,
    input Bin,
    output Diff,
    output Bout,
    output Pi
);
    assign Diff = A ^ B ^ Bin;
    assign Bout = (~A & B) | (~A & Bin) | (B & Bin);
    assign Pi = ~A | B;
endmodule
module RippleBorrowSubtractor4bit(
    input [3:0] A,
    input [3:0] B,
    input Bin,
    output [3:0] Diff,
    output Bout,
    output Ps
);
    wire B1, B2, B3;
    wire [3:0] P;
    FullSubtractor fs0 (.A(A[0]), .B(B[0]), .Bin(Bin), .Diff(Diff[0]), .Bout(B1), .Pi(P[0]));
    FullSubtractor fs1 (.A(A[1]), .B(B[1]), .Bin(B1), .Diff(Diff[1]), .Bout(B2), .Pi(P[1]));
    FullSubtractor fs2 (.A(A[2]), .B(B[2]), .Bin(B2), .Diff(Diff[2]), .Bout(B3), .Pi(P[2]));
    FullSubtractor fs3 (.A(A[3]), .B(B[3]), .Bin(B3), .Diff(Diff[3]), .Bout(Bout), .Pi(P[3]));
    assign Ps = P[0] & P[1] & P[2] & P[3];
endmodule
module CarrySkipSubtractor8bit(
    input [7:0] A,
    input [7:0] B,
    input Bin,
    output [7:0] Diff,
    output Bout
);
    wire [3:0] Diff1, Diff2;
    wire B4, BorrowBlock, P1, P2;
    RippleBorrowSubtractor4bit rbs1 (
        .A(A[3:0]),
        .B(B[3:0]),
        .Bin(Bin),
        .Diff(Diff1),
        .Bout(B4),
        .Ps(P1)
    );
    assign BorrowBlock = (Bin & P1) | B4;
    RippleBorrowSubtractor4bit rbs2 (
        .A(A[7:4]),
        .B(B[7:4]),
        .Bin(BorrowBlock),
        .Diff(Diff2),
        .Bout(Bout),
        .Ps(P2)
    );
    assign Diff = (Diff2[3]) ? ~({~Diff2[3],Diff2[2:0], Diff1}-1) : {Diff2, Diff1};
endmodule
[./config.mk]
export PLATFORM = sky130hd
export DESIGN_NAME = CarrySkipSubtractor8bit
export DESIGN_NICKNAME = CarrySkipSubtractor8bit
export VERILOG_FILES = /design/flow/design.v
export SDC_FILE = /design/flow/constraint.sdc
export NUM_CORES = 4
export LEC_CHECK = 1
export CORE_AREA = 10 10 70 70
export DIE_AREA = 0 0 80 80
==> flow_metrics.py <==
# Generated from Yosys and OpenROAD reports
metrics = {
    "run_status": {
        "status": "finished clean",
    },
    "worst_hold_path": {
        "min_path_cells": 4,
        "hp-class": "in2out",
        "hold_end": "Diff[0]",
        "min_from": "Bin",
    },
    "yosys": {
        "netlist_logic_family_top": "adder cells",
        "seq_area_frac_synth": 0,
        "synth_area_um2": 422.9,
        "ys_warn_count": 0,
        "simple_gate_area_frac": 0.1124,
        "yosys_cells": 49,
        "xor_share": 0.1036,
        "ys_sh_mux": 0.02663,
        "adder_share": 0.5266,
        "ys_area_um2": 422.9,
        "avgSynthCellArea_um2": 8.631,
        "synthAoiAreaFrac": 0.07101,
        "syn_inst": 49,
        "ys_types": 13,
    },
    "routing": {
        "drt-vias-per-instance": 3.200,
        "dr.pass1.iters": 2,
        "routed_wirelength_um": 1181,
        "n_antenna_cell": 0,
        "drc_errors": 0,
        "drt-initial-drc-count": 8,
        "postRouteAntennaNets": 0,
        "num_vias": 400,
        "wl_per_cell_um": 9.448,
    },
    "job": {
        "maxCapViolCount": 0,
        "warnings": 38,
    },
    "floorplan": {
        "coreArea_um2": 3416,
        "die_w_um": 80,
        "dieArea_um2": 6400,
        "die_h_um": 80,
        "rows": 21,
        "fp-utilization": 0.1238,
        "io_pins": 26,
    },
    "setup_path": {
        "critPathKind": "in2out",
        "slowest_delay_ns": 0.48,
        "worst_ep_required_time_ns": 5.36,
        "path_depth": 14,
        "cp_top_family": "adder cells",
        "crit_chain": "clkdlybuf4s50_1 > inv_1 > fa_2 > fa_2 > inv_2 > fa_2 > a31oi_2 > fa_2 > fa_2 > fa_2 > inv_2 > fa_2 > mux2_2 > clkdlybuf4s50_1",
        "end_kind": "primary output",
        "slowest_stage": "fa_2",
        "cp_max_fo": 6,
        "crit_arrival_ns": 5.24,
        "crit_top_cell": "fa_2",
        "path_buffers": 5,
        "cp-start-kind": "input port",
    },
    "pwr": {
        "p_leak_nw": 0.3777,
        "p_total_uw": 96.90,
        "powerDensity_nw_per_um2": 120.8,
        "peakVddDrop_uv": 21.49,
    },
    "layout": {
        "syn2layout_area_growth_pct": 89.64,
        "clockBufferCount": 0,
        "regArea_um2": 0,
        "final_util": 0.2348,
        "nFlopsAndLatches": 0,
        "layout-drive-gt1-share": 0.2911,
    },
    "final_timing": {
        "max_slew_margin": 0.8419,
        "rsz0062_at_grt": "true",
        "final_hold_viol_count": 0,
        "final-setup-viol-count": 0,
        "fin_crit_sh": 0.9815,
        "tightestPinTransition_ns": 0.2361,
        "max_clock_freq_ghz": 0.1521,
        "fin_setup_tns_ns": 0,
        "drv_slew": 0,
        "period_minus_slack_ns": 6.576,
    },
    "global_routing": {
        "grtUsageTotal": 0.03501,
        "overflow": 0,
        "antenna_found_initial": 0,
        "grt_max_degree": 7,
        "grt_pass1_wl_um": 1856,
        "grt_pass1_vias": 436,
    },
    "placed_design": {
        "portBuffers": 26,
        "dp_hpwl_um": 1124,
        "gp_congestion": 0.7136,
    },
    "clock_network": {
        "cts_hold_buffers": 0,
    },
}
[layout by cell type (no fill, tap or decap)]
master	n
nor2_1	4
buf_4	5
ha_1	5
fa_2	8
and3b_1	1
nor2_2	3
xor2_1	3
a41oi_1	1
inv_2	3
xnor2_1	2
a31oi_2	1
dlygate4sd2_1	6
dlymetal6s2s_1	2
a31oi_1	1
clkdlybuf4s50_1	18
mux2_2	1
nor3b_2	1
a21oi_2	1
inv_1	13
[cell usage after synthesis (2+ instances only)]
master | count | area share
ha_1 | 5 | 0.15
inv_1 | 16 | 0.14
xnor2_1 | 2 | 0.041
nor2_1 | 7 | 0.062
a31oi_1 | 2 | 0.030
fa_1 | 8 | 0.38
xor2_1 | 3 | 0.062
[report_power, final]
group          switching (mW)  internal (mW)
clock                       0              0
combinational          0.0350         0.0619
sequential                  0              0
total                  0.0350         0.0619
[worst max-delay path by stage]
stage,from,end
CTS,A[0],Diff[4]
global route,B[1],Diff[5]
finish,B[1],Diff[1]
[stage by stage]
stage / setup WS [ns] / cell area, um^2 / instances / hold slack, ns
floorplan: 0.7960 / 422.9 / 49 / 2.788
global placement: -0.3255 / 748.2 / 122 / 3.832
detailed placement: -0.3724 / 748.2 / 122 / 3.824
CTS: -0.01287 / 777.0 / 123 / 3.620
global route: -0.04031 / 802.0 / 125 / 3.657
finish: 0.1238 / 802.0 / 125 / 3.599
[logic make-up after synthesis]
| group | after synthesis |
|---|---|
| adders and majority gates | 13 |
| AOI/OAI and AO/OA | 4 |
| and+or+nand+nor | 9 |
| muxes | 1 |
| buffers and inverters | 17 |
| xor gates and xnor gates | 5 |
[layer usage]
layer / global-route usage / wire length (um) / up-vias
met5: 0 / 0 / -
met4: 0 / 0 / 0
met3: 0.01477 / 138 / 0
met2: 0.06421 / 618 / 12
met1: 0.03875 / 425 / 183
li1: - / - / 205
[repair_timing]
action / in CTS / in global routing
resized: 19 / 4
pin swaps: 9 / 6
buffers inserted: 1 / 2
endpoints found under the setup margin: 7 / 6
endpoints found under the hold margin: 0 / 0
[cell type report]
class | count | area (um^2)
Fill cell | 376 | 2614
Multi-Input combinational cell | 32 | 389.1
Tap cell | 46 | 57.56
Inverter | 16 | 60.06
Timing Repair Buffer | 31 | 295.3
Power and IR drop assume default switching activity.
